===== ./run.sh =====
#!/bin/bash
# OpenROAD 26Q1-2900-gdf79404cd8, Yosys 0.63+post, stock flow scripts
make -C /OpenROAD-flow-scripts/flow DESIGN_CONFIG=/design/flow/config.mk WORK_HOME=/design/flow/orfs finish

===== ./config.mk =====
export PLATFORM = sky130hd
export DESIGN_NAME = toplevel
export DESIGN_NICKNAME = toplevel
export VERILOG_FILES = /design/flow/design.v
export SDC_FILE = /design/flow/constraint.sdc
export NUM_CORES = 4
export LEC_CHECK = 1
export CORE_UTILIZATION = 50

===== ./constraint.sdc =====
current_design toplevel

set clk_period 8.7
set clk_io_pct 0.2

create_clock -name clk0 -period $clk_period [get_ports {clk}]

set non_clock_inputs [all_inputs -no_clocks]
set_input_delay [expr $clk_period * $clk_io_pct] -clock clk0 $non_clock_inputs
set_output_delay [expr $clk_period * $clk_io_pct] -clock clk0 [all_outputs]

===== ./design.v =====
function [7:0] SevenSegmentDecoder(input [3:0] bcd_code);
    case(bcd_code)
        4'h0: SevenSegmentDecoder = 8'b11000000;
        4'h1: SevenSegmentDecoder = 8'b11111001;
        4'h2: SevenSegmentDecoder = 8'b10100100;
        4'h3: SevenSegmentDecoder = 8'b10110000;
        4'h4: SevenSegmentDecoder = 8'b10011001;
        4'h5: SevenSegmentDecoder = 8'b10010010;
        4'h6: SevenSegmentDecoder = 8'b10000010;
        4'h7: SevenSegmentDecoder = 8'b11111000;
        4'h8: SevenSegmentDecoder = 8'b10000000;
        4'h9: SevenSegmentDecoder = 8'b10010000;
        default: SevenSegmentDecoder = 8'b10010000;
    endcase
endfunction
module _7segments(Reset, Clk, Val, Seg, Seg_En);
    input Reset;
    input Clk;
    input  [15:0] Val;
    output reg [3:0] Seg_En;
    output reg [7:0] Seg;
    reg [31:0] counter = 0;
    reg       InternalClock = 0;
    localparam FreqDivider = 9_9999;  
    localparam SEVEN_SEG0 = 8'h0;
    localparam SEVEN_SEG1 = 8'h1;
    localparam SEVEN_SEG2 = 8'h2;
    localparam SEVEN_SEG3 = 8'h3;
    reg [7:0] current_seven_seg = SEVEN_SEG0;
    always @(posedge Clk or negedge Reset)
    begin
        if(!Reset)
            counter <= 0;
        else if(counter >= FreqDivider)
            begin
                InternalClock <= ~InternalClock;
                counter <= 0;
            end
        else
            counter <= counter + 32'h1;
    end
    always @(posedge InternalClock or negedge Reset)
    begin
        if(!Reset)
            begin
                Seg_En <= 4'b1111;
                Seg    <= 8'hff;
                current_seven_seg <= SEVEN_SEG0;
            end
        else
            case(current_seven_seg)
                SEVEN_SEG0:
                begin
                    Seg <= SevenSegmentDecoder(Val[3:0]);
                    Seg_En <= 4'b1110;
                    current_seven_seg <= SEVEN_SEG1;
                end
                SEVEN_SEG1:
                begin
                    if(Val[15:4] != 0) begin
                        Seg <= SevenSegmentDecoder(Val[7:4]);
                        Seg_En <= 4'b1101;
                        current_seven_seg <= SEVEN_SEG2;
                    end
                    else
                        current_seven_seg <= SEVEN_SEG0;
                end
                SEVEN_SEG2:
                begin
                    if(Val[15:8] != 0) begin
                        Seg <= SevenSegmentDecoder(Val[11:8]);
                        Seg_En <= 4'b1011;
                        current_seven_seg <= SEVEN_SEG3;
                    end
                    else
                        current_seven_seg <= SEVEN_SEG0;
                end
                SEVEN_SEG3:
                begin
                    if(Val[15:12] != 0) begin
                        Seg <= SevenSegmentDecoder(Val[15:12]);
                        Seg_En <= 4'b0111;
                        current_seven_seg <= SEVEN_SEG0;
                    end
                    else
                        current_seven_seg <= SEVEN_SEG0;
                end
            endcase
    end
endmodule
module UartRx(Reset, Clk, Rx, LLedEx);
    input Reset,Clk, Rx;
    output reg [23:0] LLedEx;
    localparam CLK_RATE = 100000000;  
    localparam SERIAL_BAUD_RATE = 115200;
    localparam UartRxCounterMax = $rtoi($ceil((CLK_RATE/SERIAL_BAUD_RATE))) - 10;    
    reg [7:0]  UartRxData = 0;
    reg [31:0] UartRxBaudCounter = 0;
    reg [7:0]  UartRxCurrentBitPosition = 0;
    reg        UartRxStartBitIsDetected = 0;
    reg        UartRxIdleIsDetected = 0;
    reg        UartRxStartbitValue = 0;
    reg        UartRxStopbitValue = 0;
    always @(posedge Clk or negedge Reset) begin
        LLedEx[16] <= Rx;
        if(!Reset) begin
            UartRxData <= 0;
            UartRxBaudCounter <= 0;
            UartRxCurrentBitPosition <= 0;
            UartRxStartBitIsDetected <= 0;
            UartRxIdleIsDetected <= 0;
            UartRxStartbitValue <= 0;
            UartRxStopbitValue <= 0;
            LLedEx <= 0;
        end
        else if(UartRxStartBitIsDetected == 1) begin
            if(UartRxBaudCounter >= UartRxCounterMax) begin
                case(UartRxCurrentBitPosition)
                    0: UartRxStartbitValue <= Rx;
                    1: UartRxData[UartRxCurrentBitPosition-1] <= Rx;
                    2: UartRxData[UartRxCurrentBitPosition-1] <= Rx;
                    3: UartRxData[UartRxCurrentBitPosition-1] <= Rx;
                    4: UartRxData[UartRxCurrentBitPosition-1] <= Rx;
                    5: UartRxData[UartRxCurrentBitPosition-1] <= Rx;
                    6: UartRxData[UartRxCurrentBitPosition-1] <= Rx;
                    7: UartRxData[UartRxCurrentBitPosition-1] <= Rx;
                    8: UartRxData[UartRxCurrentBitPosition-1] <= Rx;
                    9: UartRxStopbitValue <= Rx;
                endcase
                UartRxBaudCounter <= 0;
                UartRxCurrentBitPosition <= UartRxCurrentBitPosition + 8'h1;
                if((UartRxCurrentBitPosition > 9)) begin
                    LLedEx[0] <= UartRxStartbitValue;
                    LLedEx[1] <= UartRxData[0];
                    LLedEx[2] <= UartRxData[1];
                    LLedEx[3] <= UartRxData[2];
                    LLedEx[4] <= UartRxData[3];
                    LLedEx[5] <= UartRxData[4];
                    LLedEx[6] <= UartRxData[5];
                    LLedEx[7] <= UartRxData[6];
                    LLedEx[8] <= UartRxData[7];
                    LLedEx[9] <= UartRxStopbitValue;
                    UartRxStartBitIsDetected <= 0;
                    UartRxIdleIsDetected     <= 0;
                    UartRxCurrentBitPosition <= 0;
                end
            end
            else
                UartRxBaudCounter <= UartRxBaudCounter + 32'h1;
        end
        else if ((Rx == 1) && (UartRxIdleIsDetected == 0) && (UartRxCurrentBitPosition == 0))
            UartRxIdleIsDetected <= 1;
        else if ((Rx == 0) && (UartRxIdleIsDetected == 1) && (UartRxCurrentBitPosition == 0)) begin
            UartRxStartBitIsDetected <= 1;
            LLedEx[23] <= 1;
        end
    end
endmodule
module UartCom(Reset, Clk, Tx, Rx, OutLed);
input Reset,Clk, Rx;
output Tx;
output [23:0] OutLed;
UartTx UartTxInst(Reset, Clk, Tx);
UartRx UartRxInst(Reset, Clk, Rx, OutLed);
endmodule
module UartTx(Reset, Clk, Tx);
input Reset,Clk;
output reg Tx;
    localparam CLK_RATE = 100000000;  
    localparam SERIAL_BAUD_RATE = 115200;
    localparam UartTxCounterMax = $rtoi($ceil(CLK_RATE/SERIAL_BAUD_RATE));
    reg [7:0]  UartTxData = "A";
    reg [31:0] UartTxBaudCounter = 0;
    reg [7:0]  UartTxCurrentBitPosition = 0;
    reg        UartTxIsActive = 1;
    always @(posedge Clk or negedge Reset)
    begin
        if(!Reset)
            begin
                UartTxBaudCounter <= 0;
                Tx <= 1;
                UartTxCurrentBitPosition <= 0;
                UartTxIsActive <= 1;
            end
        else if(UartTxBaudCounter >= UartTxCounterMax)
            begin
                if(UartTxIsActive == 1)
                begin
                    case(UartTxCurrentBitPosition)
                        0: Tx <= 0;  
                        1: Tx <= UartTxData[UartTxCurrentBitPosition-1];
                        2: Tx <= UartTxData[UartTxCurrentBitPosition-1];
                        3: Tx <= UartTxData[UartTxCurrentBitPosition-1];
                        4: Tx <= UartTxData[UartTxCurrentBitPosition-1];
                        5: Tx <= UartTxData[UartTxCurrentBitPosition-1];
                        6: Tx <= UartTxData[UartTxCurrentBitPosition-1];
                        7: Tx <= UartTxData[UartTxCurrentBitPosition-1];
                        8: Tx <= UartTxData[UartTxCurrentBitPosition-1];
                        9: Tx <= 1;  
                        default: Tx <= 1;
                    endcase
                    UartTxCurrentBitPosition <= UartTxCurrentBitPosition + 8'h1;
                    if (UartTxCurrentBitPosition > 9)
                    begin
                        UartTxIsActive <= 0;
                        UartTxCurrentBitPosition <= 0;
                    end
                end
                UartTxBaudCounter <= 32'h0;
            end
        else
            UartTxBaudCounter <= UartTxBaudCounter + 32'h1;
    end    
endmodule
module bcd_counter(Reset, Clk, Sw, BCDCount);
    input Reset;
    input Clk;
    input [4:0] Sw;
    output reg [15:0] BCDCount;
    reg [15:0] _16bit_temp_bcd = 0;
    reg [31:0] counter = 0;
    reg [31:0] MaxCount = 9999_9999;
    always @(posedge Clk or negedge Reset)
    begin
        if(!Reset)
            begin
                counter <= 0;
                _16bit_temp_bcd <= 0;
                BCDCount <= 0;
            end
        else if (Sw != 0)begin
          if(Sw[1] == 1)
           MaxCount <= 9999_9999;
          if(Sw[3] == 1)
           MaxCount <= 99_9999;
          if(Sw[4] == 1)
           MaxCount <= 999_9999;
        end            
        else if(counter >= MaxCount) begin
            _16bit_temp_bcd <= _16bit_temp_bcd + 16'h1;
            BCDCount <= _16bit_temp_bcd;
            counter <= 0;
        end
        else
            begin
                counter <= counter + 32'h1;
                if(_16bit_temp_bcd[3:0] > 9)
                    _16bit_temp_bcd <= _16bit_temp_bcd + 16'h6;
                if(_16bit_temp_bcd[7:4] > 9)
                    _16bit_temp_bcd <= _16bit_temp_bcd + 16'h60;
                if(_16bit_temp_bcd[11:8] > 9)
                    _16bit_temp_bcd <= _16bit_temp_bcd + 16'h600;
                if(_16bit_temp_bcd[15:12] > 9)
                    _16bit_temp_bcd <= _16bit_temp_bcd + 16'h6000;
            end
    end
endmodule
module blinky(Reset, Clk, Leds);
    input Reset;
    input Clk;
    output reg [7:0] Leds;
    reg [31:0] counter = 0;
    reg       InternalClock = 0;
    parameter FreqDivider = 4999_9999;
    initial begin
        Leds <= {8'h0};
    end
    always @(posedge Clk or negedge Reset)
    begin
        if(!Reset)
            counter <= 0;
        else if(counter >= FreqDivider) begin
            counter <= 0;
            InternalClock <= ~InternalClock;
            end
        else
            counter <= counter + 32'h1;
    end
    always @(posedge InternalClock or negedge Reset)
    begin
        if(!Reset)
            Leds <= 0;
        else
            Leds <= Leds + 8'h1;
    end
endmodule
module toplevel(S, DIP, LedEx, SEG, AN, reset, clk, led, usb_tx, usb_rx);
    input reset;
    input clk;
    output [7:0] led;
    output [3:0] AN;
    output [7:0] SEG;
    output [23:0] LedEx;
    input [23:0] DIP;
    input [4:0] S;
    input usb_rx;
    output usb_tx;
    wire [4:0] S_State;
    wire [15:0] _16bit_bcd;
    assign S_State = ~S;  
    blinky #(.FreqDivider(49990000)) LEDsCount(.Reset(reset), .Clk(clk), .Leds(led));
    _7segments SevenSegmentDriver(.Reset(reset), .Clk(clk), .Val(_16bit_bcd), .Seg(SEG), .Seg_En(AN));
    bcd_counter BCDCounterRegister(.Reset(reset), .Clk(clk), .Sw(S), .BCDCount(_16bit_bcd));
    UartCom Uart(.Reset(reset), .Clk(clk), .Tx(usb_tx), .Rx(usb_rx), .OutLed(LedEx));
endmodule

==> run summary <==
CTS H-tree lvls = 1
Slew Viols, Final = 0
final hold slack = 0.4763 ns
endpoints left unconstrained = 40
syn_area_per_cell = 9.796 µm²
DR pass1 iterations = 4
P&R area growth vs syn = 11.86%
dpl cell area = 14590 µm²
first-pass GRT wire length = 44.44 mm
Yosys reg bits = 263
Seq/Total Area, Yosys = 0.4812
Most used DFF post-synth = dfrtp_1
Final Routed Wirelength = 25.54 mm
mean routed wirelength per cell = 13.91 µm
fraction of final layout cells sized beyond drive strength 1 = 0.08495
peak supply drop = 0.1867 mV
max-cap violations = 0
Antenna Nets Post-Route = 0
Post-synth ARST share = 0.9696
vias per inst = 5.306
# setup viols final = 0
area of the die = 28250 µm²
Synth top cell by count = dfrtp_1
outcome = complete, no violations
Crit Path Class = reg2reg
worst-skew pair later-pin latency = 0.53 ns
sequential power share = 0.462
PwrDens = 189.7 nW/µm²
Req. time, crit path = 9.11 ns
Post-Syn Instances = 1408
Final Critical Period = 4.615 ns
unrepaired setup endpoints after global routing = no
power after layout = 0.002926 W
CTS tree = done
post_cts resized = 0
antenna violations before repair = 0
top cells by area = dfrtp_1 44%, ha_1 7.3%, nor2_1 5.1%, o21ai_0 3.1%, nand2_1 2.9%
Hold Fails Final Rpt = 0
YS warnings = 5
CP endpoint kind = register
power share of the clock group = 0.366
Synth area leader = dfrtp_1
# hold bufs at CTS = 0
Post-CTS Setup Bufs = 0
ys cells = 1408
Tool Warnings = 90
Sw Ratio = 0.2932
CP arrival = 5.02 ns
Residual DRC = 0
gr ovfl total = 0
Peak Freq = 216.7 MHz
Max FO, Critical Path = 16
slew margin rel. = 0.4446
io pins = 77
Least-Margin Pin Slew = 0.8311 ns
switching power = 0.0008581 W
number of global-route vias before repair = 9225
fin crit share = 0.5305
die x size = 168.1 µm
Die Height = 168.1 µm
fp util = 0.5104
total vias in the final route = 9742
register pins left without a clock = 21
synthesized area = 13790 µm²
Worst setup SP type = register
Setup TNS = 0 ns
Clk pin slew, worst setup/hold paths = 0.06 ns
Unique masters post-synth = 84
initial DRC count = 617
cell row count = 60
# diodes = 0
Setup Skew = 0.01949 ns
Std-Cell Core Area = 27030 µm²
Post-synth EDFFs = 8
number of CTS-inserted buffers = 26
area reported by Yosys stat = 13790 µm²
Int Pwr = 0.002068 W
RD Place Congestion = 0.8700
leak pwr = 6.917 nW
min-delay worst type = reg2reg
clk buf depth = 3
Port-buffer cells = 39
Post-Layout Inst Area = 15430 µm²
Combinational Power Share = 0.172
Tot GR Track Use = 0.1959
top cells by count, synth = 242 x dfrtp_1, 189 x nor2_1, 107 x nand2_1
post-DP HPWL = 17.02 mm
clk root buf = clkbuf_16
final core occ = 0.5709
Dominant cell area share = 0.4390
largest net degree at the start of global routing = 131
[state kept, by name, summed over array words and instances, names as in the netlist, 2 cells and up]
name,cells
BCDCounterRegister.BCDCount,16
BCDCounterRegister.MaxCount,6
BCDCounterRegister._16bit_temp_bcd,16
BCDCounterRegister.counter,32
LEDsCount.Leds,8
LEDsCount.counter,32
SevenSegmentDriver.Seg,7
SevenSegmentDriver.Seg_En,4
SevenSegmentDriver.counter,32
SevenSegmentDriver.current_seven_seg,2
Uart.UartRxInst.LLedEx,12
Uart.UartRxInst.UartRxBaudCounter,32
Uart.UartRxInst.UartRxCurrentBitPosition,8
Uart.UartRxInst.UartRxData,8
Uart.UartTxInst.UartTxBaudCounter,32
Uart.UartTxInst.UartTxCurrentBitPosition,8
[layout by cell type, fill, tap and decap left out, drive strengths merged, types with 9 or more instances in the layout]
| cell | instances |
|---|---|
| a31oi | 20 |
| xor2 | 39 |
| nor2 | 189 |
| nand3 | 61 |
| mux2 | 37 |
| nor4 | 25 |
| o22ai | 10 |
| dfrtp | 242 |
| dfstp | 13 |
| conb | 56 |
| inv | 67 |
| nand2 | 107 |
| clkbuf | 37 |
| o21ai | 87 |
| clkdlybuf4s50 | 38 |
| a21oi | 60 |
| ha | 80 |
| and3 | 35 |
| clkinv | 10 |
| buf | 9 |
| nor3 | 18 |
| nand4 | 26 |
| nor2b | 13 |
| and2 | 14 |
| or2 | 13 |
| xnor2 | 46 |
[critical path, stage by stage (launching register included)]
cell	delay, ns
dfrtp_1	0.55
inv_1	0.18
ha_1	0.36
or3b_4	0.44
or2_4	0.25
o21ai_0	0.13
o21ai_0	0.14
or2_2	0.31
ha_1	0.29
nor4b_1	0.35
nand4_1	0.13
or3_1	0.40
nor4_4	0.41
nand4_1	0.17
mux2_1	0.35
[final cells by class]
class / instances / area (µm²)
repair buffers: 47 / 467.9
clock buffers: 37 / 763.2
fillers: 2242 / 11600
well taps: 341 / 426.7
flip-flops and latches: 263 / 6638
inverters: 67 / 251.5
clock inverters: 11 / 76.32
multi-input cells: 1070 / 6805
[logic make-up after synthesis]
logic type / after synthesis / share of synthesized area
AND-OR/OR-AND: 253 / 0.1142
AND/OR/NAND/NOR: 553 / 0.2008
adder cells (fa/ha/maj): 80 / 0.07257
XOR/XNOR: 85 / 0.05452
flip-flops: 263 / 0.4812
buffers and inverters: 129 / 0.04064
other: 2 / 0.0005445
multiplexers: 43 / 0.03547
[power by group through the flow]
stage | Sequential [W] | Clock (W) | Combinational, W
finish | 0.00135 | 0.00107 | 0.000502
global route | 0.00137 | 0.00115 | 0.000583
CTS | 0.00135 | 0.00111 | 0.000505
[worst paths after layout]
kind                                                             start                                          end  slack [ns]  cells after the start
min                        Uart.UartTxInst.UartTxCurrentBitPosition[7]  Uart.UartTxInst.UartTxCurrentBitPosition[7]        0.48                      1
min reg2reg                Uart.UartTxInst.UartTxCurrentBitPosition[7]  Uart.UartTxInst.UartTxCurrentBitPosition[7]        0.48                      1
max in group asynchronous                                        reset         Uart.UartRxInst.UartRxBaudCounter[7]        6.39                      2
max reg2reg                Uart.UartRxInst.UartRxCurrentBitPosition[0]                Uart.UartRxInst.UartRxData[4]        4.08                     14
max                        Uart.UartRxInst.UartRxCurrentBitPosition[0]                Uart.UartRxInst.UartRxData[4]        4.08                     14
min in group asynchronous                                        reset  Uart.UartTxInst.UartTxCurrentBitPosition[2]        1.19                      1
[metal layers]
metal / routed length, µm / vias to the layer above / global-route usage
li1: - / 4996 / -
met3: 964 / 30 / 0.02729
met5: 0 / - / 0
met2: 10980 / 132 / 0.2851
met4: 380 / 0 / 0.02688
met1: 13210 / 4584 / 0.3375
[through the flow]
stage | setup slack (ns) | std cells
after floorplan | 4.537 | 1462
after global placement | 3.752 | 1788
after detailed placement | 3.744 | 1788
after CTS | 4.059 | 1836
after global routing | 3.824 | 1836
final | 4.085 | 1836
No activity file was given, so power comes from the tool's default toggle rates.
